$ cat ./design.v
`timescale 1ns / 1ps
module clk_divider #(
    parameter INPUT_FREQ = 100
)(
    input wire clk,
    input wire rst_n,
    output reg clk_1hz 
);
    integer counter;
    always @(posedge clk or negedge rst_n) begin
        if (!rst_n) begin
            counter <= 0;
            clk_1hz <= 0;
        end else begin
            if (counter == (INPUT_FREQ/2) - 1) begin
                clk_1hz <= ~clk_1hz;
                counter <= 0;
            end else begin
                counter <= counter + 1;
            end
        end
    end
endmodule
`timescale 1ns / 1ps
module control_fsm (
    input wire clk,          
    input wire rst_n,        
    input wire start,        
    input wire stop,         
    input wire reset,        
    output reg [1:0] status,  
    output reg count_enable  
);
    localparam IDLE    = 2'b00;
    localparam RUNNING = 2'b01;
    localparam PAUSED  = 2'b10;
    reg [1:0] current_state, next_state;
    always @(posedge clk or negedge rst_n) begin
        if (!rst_n) 
            current_state <= IDLE;
        else if (reset) 
            current_state <= IDLE;
        else 
            current_state <= next_state;
    end
    always @(*) begin
        next_state = current_state;
        case (current_state)
            IDLE:    if (start) next_state = RUNNING;
            RUNNING: if (stop)  next_state = PAUSED;
            PAUSED:  if (start) next_state = RUNNING;
            default: next_state = IDLE;
        endcase
    end
    always @(*) begin
        status = current_state;
        count_enable = (current_state == RUNNING);
    end
endmodule
`timescale 1ns / 1ps
module minutes_counter (
    input wire clk,          
    input wire rst_n,
    input wire clear,
    input wire enable,       
    output reg [7:0] count
);
    always @(posedge clk or negedge rst_n) begin
        if (!rst_n) 
            count <= 8'd0;
        else if (clear) 
            count <= 8'd0;
        else if (enable) begin
            if (count == 8'd99) 
                count <= 8'd0;
            else 
                count <= count + 1'b1;
        end
    end
endmodule
`timescale 1ns / 1ps
module seconds_counter (
    input wire clk,          
    input wire rst_n,
    input wire clear,
    input wire enable,
    output reg [5:0] count,
    output wire overflow    
);
  assign overflow = (enable && (count == 6'd59));
    always @(posedge clk or negedge rst_n) begin
        if (!rst_n) 
            count <= 6'd0;
        else if (clear) 
            count <= 6'd0;
        else if (enable) begin
            if (count == 6'd59) 
                count <= 6'd0;
            else 
                count <= count + 1'b1;
        end
    end
endmodule
module stopwatch_top#(parameter INPUT_FREQ = 100)
 (
    input wire clk,      
    input wire rst_n,
    input wire start,
    input wire stop,
    input wire reset,
    output wire [7:0] minutes,
    output wire [5:0] seconds,
    output wire [1:0] status
);
    wire clk_1hz;
    wire ce, sec_ovf;
    clk_divider #( .INPUT_FREQ(100) ) u_div (
        .clk(clk),
        .rst_n(rst_n),
        .clk_1hz(clk_1hz)
    );
    control_fsm u_fsm (
        .clk(clk_1hz), 
        .rst_n(rst_n), 
        .start(start), 
        .stop(stop), 
        .reset(reset),
        .status(status), 
        .count_enable(ce)
    );
    seconds_counter u_sec (
        .clk(clk_1hz), 
        .rst_n(rst_n), 
        .clear(reset), 
        .enable(ce),
        .count(seconds), 
        .overflow(sec_ovf)
    );
    minutes_counter u_min (
        .clk(clk_1hz), 
        .rst_n(rst_n), 
        .clear(reset), 
        .enable(sec_ovf), 
        .count(minutes)
    );
endmodule
$ cat ./run.sh
#!/bin/bash
# OpenROAD 26Q1-2900-gdf79404cd8, Yosys 0.63+post, stock flow scripts
make -C /OpenROAD-flow-scripts/flow DESIGN_CONFIG=/design/flow/config.mk WORK_HOME=/design/flow/orfs finish
$ cat ./config.mk
export PLATFORM = sky130hd
export DESIGN_NAME = stopwatch_top
export DESIGN_NICKNAME = stopwatch_top
export VERILOG_FILES = /design/flow/design.v
export SDC_FILE = /design/flow/constraint.sdc
export NUM_CORES = 4
export LEC_CHECK = 1
export CORE_UTILIZATION = 30
$ cat ./constraint.sdc
current_design stopwatch_top

set clk_period 6.9
set clk_io_pct 0.2

create_clock -name clk0 -period $clk_period [get_ports {clk}]

set non_clock_inputs [all_inputs -no_clocks]
set_input_delay [expr $clk_period * $clk_io_pct] -clock clk0 $non_clock_inputs
set_output_delay [expr $clk_period * $clk_io_pct] -clock clk0 [all_outputs]
==> results_slide.txt <==
Synthesis and Place & Route Summary

Floorplanning
  • Ports: 21
  • Fp util: 31.5%
  • Die ar.: 8610 um^2
  • Die Y-Extent: 92.8 um
  • Die W: slightly above 90 um
  • # rows: 32
  • Core outline area: ~7800 um^2

Yosys
  • Syn Inst Count: around 240
  • Main synth FF type: dfrtp_1
  • Number of synthesis warnings: 4
  • Yosys reg bits: 49
  • EDFF count, synth: 0
  • Yosys Instances: about 240
  • Chip Area, Yosys: between 2000 and 2500 um^2
  • Seq share, synth: 49.6%
  • Mapped cell area: between 2000 and 2500 um^2
  • Asr flop ratio synth: about 100%
  • Synth cell types: roughly 44
  • Synth Area per Inst: about 10 um^2

Place
  • Placed Cells: 356
  • HPWL Detailed: 3050 um
  • Port Buffer Count: 20
  • GP Congestion: about 0.8

Critical path
  • Setup crit end kind: flop
  • Critical-path cell list: nand4_2 > or4b_1 > nor4_1 > xor2_1
  • CP Launch Type: flop
  • CP max-delay cell: or4b_1
  • Slowest stage delay, CP: ~0.86 ns
  • Worst endpoint data arrival time: 2.41 ns
  • Critical path class: reg -> reg
  • CP required: 7.11 ns
  • CP max FO: 14

STA
  • Fmax: 0.455 GHz
  • Register pins left without a clock: 16
  • Final Skew: about 0.0025 ns
  • Endpoints left unconstrained: 32
  • Minimum hold slack: between 0.4 and 0.5 ns
  • Final hold vios: 0
  • Worst Tran Pin Value: ~0.63 ns
  • Tmin final: 2.20 ns
  • Final Setup Violations: 0
  • Fin. max-slew vios: 0
  • RSZ-0062 raised after global routing: false
  • Rel. slew slack: between 50% and 60%
  • Final TNS setup: 0 ns
  • Final period utilization: around a third

GRT
  • GRT overflow: 0
  • Initial antenna violation count: 0
  • Global-route wire length before repair: ~7900 um
  • GRT Util Overall: a little under an eighth
  • Vias in the first global route: ~1600
  • Largest net degree at the start of global routing: around 50

Power and ir drop
  • Leak Pwr: 1.34 nW
  • Peak VDD IR: 0.140 mV
  • Total power divided by cell area: between 100 and 150 nW/um^2

Clock tree
  • CTS Buf Count: 5
  • Clock tree from TritonCTS: done
  • Setup Fix Bufs, Post-CTS: 0
  • Clock tree buffer depth: 2
  • H-tree levels: 2
  • Worst-path clk slew: roughly 0.060 ns
  • Cts hold-fix bufs: 0
  • Post-cts gate resize count: 0
  • Clk root buf: clkbuf_8
  • Clock Latency Late Sink: 0.28 ns

Final layout
  • Post-Layout Cell Count: ~360
  • Fill cells: roughly 800
  • Layout cells sized above 1: between 8 and 9%
  • Most frequent logic cells in the routed design: dfrtp_1 (49), xor2_1 (22), nor2_1 (21), clkdlybuf4s50_1 (19)
  • Top cell excl fill/tap: dfrtp_1
  • Layout area overhead: 16.0%

Run
  • OpenROAD warning count: 26
  • Maximum Capacitance Violations: 0

Status
  • Status: finished, final reports clean

Route
  • Overall routed net length: 4540 um
  • Via density: 4.84
  • Antenna cells: 0
  • Via count: about 1800
  • Detail Route Antenna Nets: 0
  • DRC violation count after routing: 0
  • Wire length per cell: around 12 um
  • Initial DRC count: between 80 and 90
  • Drt pass-1 iters: 4

Min path
  • Worst Hold Class: reg -> reg
==> critical path, delay by kind of cell (launching register included) <==
family,cells,cell delay (ns)
xor+xnor,1,0.18
flops,1,0.44
simple gates,3,1.50
==> synth_stat cells (all sizes together), types with 2 or more instances <==
cell type / count / area share [%]
nor4: 15 / 5.4
xnor2: 10 / 3.5
a21oi: 5 / 1.0
nand2: 18 / 2.7
or4: 3 / 0.91
nor4b: 2 / 0.71
o21ai: 6 / 1.2
nor2b: 2 / 0.51
nand4: 7 / 2.3
ha: 4 / 2.0
buf: 3 / 0.81
mux2i: 2 / 0.81
clkbuf: 4 / 0.61
and3: 3 / 0.76
or2: 3 / 0.76
inv: 10 / 1.5
a21o: 3 / 0.91
xor2: 22 / 7.8
and3b: 2 / 0.71
and4: 3 / 1.1
nor2: 21 / 3.2
nand2b: 3 / 0.76
nor3: 7 / 1.6
nand3: 18 / 3.6
dfrtp: 49 / 50
a22o: 3 / 1.1
==> final cells by class <==
type	instances	area, um^2	area share, %
Multi-Input combinational cell	174	1170	40.9
Tap cell	102	128	4.45
Timing Repair Buffer	21	203	7.06
Clock buffer	7	96.3	3.36
Sequential cell	49	1230	42.7
Inverter	10	37.5	1.31
Clock inverter	1	5.00	0.174
==> metrics by stage <==
step | area [um^2] | worst slack, ns | util [%] | power [mW]
final | 2870 | 4.70 | 36.6 | 0.364
after global routing | 2870 | 4.54 | 36.6 | 0.379
after CTS | 2870 | 4.71 | 36.6 | 0.369
after detailed placement | 2770 | 4.76 | 35.3 | 0.210
after global placement | 2770 | 4.81 | 35.3 | 0.211
after floorplan | 2470 | 4.98 | - | 0.201
==> state kept, by name, summed over array words and instances (netlist names) <==
signal and count:
u_min.count 8, u_div.counter 32, u_sec.count 6, u_fsm.current_state 2, u_div.clk_1hz 1
==> worst paths after layout <==
check / cells after the start / slack (ns) / startpoint / end
setup reg to reg: 4 / 4.70 / u_div.counter[7] / u_div.counter[25]
max in group asynchronous: 2 / 5.28 / rst_n / u_div.counter[21]
hold / removal: 1 / 0.48 / u_div.counter[31] / u_div.counter[31]
min in group asynchronous: 2 / 1.20 / rst_n / u_div.counter[4]
setup / recovery: 4 / 4.70 / u_div.counter[7] / u_div.counter[25]
hold reg to reg: 1 / 0.48 / u_div.counter[31] / u_div.counter[31]
==> metal layers <==
layer | global-route usage, % | share of wire (%)
met1 | 18.9 | 54
met2 | 16.5 | 40
met3 | 2.34 | 4.8
met4 | 0.769 | 0.44
met5 | 0 | 0
==> where the power goes <==
part	switching [mW]	leakage (nW)	total, mW	internal [mW]
Sequential	0	0.672	0.193	0.193
Clock	0.0679	0.0542	0.158	0.0901
Combinational	0.00934	0.609	0.0129	0.00361
Total	0.0773	1.34	0.364	0.287
==> logic make-up (layout without fill, tap and decap cells) <==
| kind of cell | after synthesis | after routing | share of synthesized area [%] |
|---|---|---|---|
| AND/OR/NAND/NOR | 110 | 110 | 26.1 |
| flip-flops | 49 | 49 | 49.6 |
| XOR/XNOR | 32 | 32 | 11.3 |
| AND-OR/OR-AND | 26 | 26 | 7.23 |
| buffers and inverters | 17 | 39 | 2.93 |
| adder cells (fa/ha/maj) | 4 | 4 | 2.02 |
| multiplexers | 2 | 2 | 0.809 |
No activity file was given, so power comes from the tool's default toggle rates.
